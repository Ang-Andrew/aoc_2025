**flow/run.sh**
```bash
#!/bin/bash
# OpenROAD 26Q1-2900-gdf79404cd8, Yosys 0.63+post, stock flow scripts
make -C /OpenROAD-flow-scripts/flow DESIGN_CONFIG=/design/flow/config.mk WORK_HOME=/design/flow/orfs finish
```
**flow/config.mk**
```make
export PLATFORM = sky130hd
export DESIGN_NAME = tree_solver
export DESIGN_NICKNAME = tree_solver
export VERILOG_FILES = /design/flow/design.v
export SDC_FILE = /design/flow/constraint.sdc
export NUM_CORES = 4
export LEC_CHECK = 1
export CORE_UTILIZATION = 40
```
**flow/constraint.sdc**
```tcl
current_design tree_solver

set clk_period 8.4
set clk_io_pct 0.2

create_clock -name clk0 -period $clk_period [get_ports {clk}]

set non_clock_inputs [all_inputs -no_clocks]
set_input_delay [expr $clk_period * $clk_io_pct] -clock clk0 $non_clock_inputs
set_output_delay [expr $clk_period * $clk_io_pct] -clock clk0 [all_outputs]
```
**flow/design.v**
```verilog
module tree_solver #(
    parameter WIDTH = 128
)(
    input clk,
    input rst,
    input valid_in,
    input [511:0] data_in,  
    input [127:0] mask_in,
    output reg [31:0] total_score,
    output reg done
);
    wire [3:0] l0_max   [0:127];
    wire [6:0] l0_score [0:127];
    wire [3:0] l0_first [0:127];
    wire       l0_valid [0:127];
    genvar i;
    generate
        for (i=0; i<128; i=i+1) begin : l0_unpack
            assign l0_max[i]   = data_in[i*4 +: 4];
            assign l0_score[i] = 0;  
            assign l0_first[i] = data_in[i*4 +: 4];
            assign l0_valid[i] = mask_in[i];
        end
    endgenerate
    reg [3:0] l1_max   [0:63];
    reg [6:0] l1_score [0:63];
    reg [3:0] l1_first [0:63];
    reg       l1_valid [0:63];
    reg       l1_v_in;
    wire [3:0] s1_max   [0:63];
    wire [6:0] s1_score [0:63];
    wire [3:0] s1_first [0:63];
    wire       s1_valid [0:63];
    generate
        for (i=0; i<64; i=i+1) begin : st1_nodes
            tree_node node (
                .l_max_seen(l0_max[2*i]), .l_score(l0_score[2*i]), .l_first_digit(l0_first[2*i]), .l_valid(l0_valid[2*i]),
                .r_max_seen(l0_max[2*i+1]), .r_score(l0_score[2*i+1]), .r_first_digit(l0_first[2*i+1]), .r_valid(l0_valid[2*i+1]),
                .o_max_seen(s1_max[i]), .o_score(s1_score[i]), .o_first_digit(s1_first[i]), .o_valid(s1_valid[i])
            );
        end
    endgenerate
    always @(posedge clk) begin
        l1_v_in <= valid_in;
        if (rst) l1_v_in <= 0;
        for (integer k=0; k<64; k=k+1) begin
            l1_max[k] <= s1_max[k];
            l1_score[k] <= s1_score[k];
            l1_first[k] <= s1_first[k];
            l1_valid[k] <= s1_valid[k];
        end
    end
    reg [3:0] l2_max   [0:31];
    reg [6:0] l2_score [0:31];
    reg [3:0] l2_first [0:31];
    reg       l2_valid [0:31];
    reg       l2_v_in;
    wire [3:0] s2_max   [0:31];
    wire [6:0] s2_score [0:31];
    wire [3:0] s2_first [0:31];
    wire       s2_valid [0:31];
    generate
        for (i=0; i<32; i=i+1) begin : st2_nodes
            tree_node node (
                .l_max_seen(l1_max[2*i]), .l_score(l1_score[2*i]), .l_first_digit(l1_first[2*i]), .l_valid(l1_valid[2*i]),
                .r_max_seen(l1_max[2*i+1]), .r_score(l1_score[2*i+1]), .r_first_digit(l1_first[2*i+1]), .r_valid(l1_valid[2*i+1]),
                .o_max_seen(s2_max[i]), .o_score(s2_score[i]), .o_first_digit(s2_first[i]), .o_valid(s2_valid[i])
            );
        end
    endgenerate
    always @(posedge clk) begin
        l2_v_in <= l1_v_in;
        if (rst) l2_v_in <= 0;
        for (integer k=0; k<32; k=k+1) begin
            l2_max[k] <= s2_max[k];
            l2_score[k] <= s2_score[k];
            l2_first[k] <= s2_first[k];
            l2_valid[k] <= s2_valid[k];
        end
    end
    reg [3:0] l3_max   [0:15];
    reg [6:0] l3_score [0:15];
    reg [3:0] l3_first [0:15];
    reg       l3_valid [0:15];
    reg       l3_v_in;
    wire [3:0] s3_max   [0:15];
    wire [6:0] s3_score [0:15];
    wire [3:0] s3_first [0:15];
    wire       s3_valid [0:15];
    generate for (i=0; i<16; i=i+1) begin : st3_nodes tree_node node (.l_max_seen(l2_max[2*i]), .l_score(l2_score[2*i]), .l_first_digit(l2_first[2*i]), .l_valid(l2_valid[2*i]), .r_max_seen(l2_max[2*i+1]), .r_score(l2_score[2*i+1]), .r_first_digit(l2_first[2*i+1]), .r_valid(l2_valid[2*i+1]), .o_max_seen(s3_max[i]), .o_score(s3_score[i]), .o_first_digit(s3_first[i]), .o_valid(s3_valid[i])); end endgenerate
    always @(posedge clk) begin 
        l3_v_in <= l2_v_in; if (rst) l3_v_in <= 0;
        for (integer k=0; k<16; k=k+1) begin l3_max[k] <= s3_max[k]; l3_score[k] <= s3_score[k]; l3_first[k] <= s3_first[k]; l3_valid[k] <= s3_valid[k]; end 
    end
    reg [3:0] l4_max   [0:7];
    reg [6:0] l4_score [0:7];
    reg [3:0] l4_first [0:7];
    reg       l4_valid [0:7];
    reg       l4_v_in;
    wire [3:0] s4_max   [0:7];
    wire [6:0] s4_score [0:7];
    wire [3:0] s4_first [0:7];
    wire       s4_valid [0:7];
    generate for (i=0; i<8; i=i+1) begin : st4_nodes tree_node node (.l_max_seen(l3_max[2*i]), .l_score(l3_score[2*i]), .l_first_digit(l3_first[2*i]), .l_valid(l3_valid[2*i]), .r_max_seen(l3_max[2*i+1]), .r_score(l3_score[2*i+1]), .r_first_digit(l3_first[2*i+1]), .r_valid(l3_valid[2*i+1]), .o_max_seen(s4_max[i]), .o_score(s4_score[i]), .o_first_digit(s4_first[i]), .o_valid(s4_valid[i])); end endgenerate
    always @(posedge clk) begin l4_v_in <= l3_v_in; if (rst) l4_v_in <= 0; for (integer k=0; k<8; k=k+1) begin l4_max[k] <= s4_max[k]; l4_score[k] <= s4_score[k]; l4_first[k] <= s4_first[k]; l4_valid[k] <= s4_valid[k]; end end
    reg [3:0] l5_max   [0:3];
    reg [6:0] l5_score [0:3];
    reg [3:0] l5_first [0:3];
    reg       l5_valid [0:3];
    reg       l5_v_in;
    wire [3:0] s5_max   [0:3];
    wire [6:0] s5_score [0:3];
    wire [3:0] s5_first [0:3];
    wire       s5_valid [0:3];  
    generate for (i=0; i<4; i=i+1) begin : st5_nodes tree_node node (.l_max_seen(l4_max[2*i]), .l_score(l4_score[2*i]), .l_first_digit(l4_first[2*i]), .l_valid(l4_valid[2*i]), .r_max_seen(l4_max[2*i+1]), .r_score(l4_score[2*i+1]), .r_first_digit(l4_first[2*i+1]), .r_valid(l4_valid[2*i+1]), .o_max_seen(s5_max[i]), .o_score(s5_score[i]), .o_first_digit(s5_first[i]), .o_valid(s5_valid[i])); end endgenerate
    always @(posedge clk) begin l5_v_in <= l4_v_in; if (rst) l5_v_in <= 0; for (integer k=0; k<4; k=k+1) begin l5_max[k] <= s5_max[k]; l5_score[k] <= s5_score[k]; l5_first[k] <= s5_first[k]; l5_valid[k] <= s5_valid[k]; end end
    reg [3:0] l6_max   [0:1];
    reg [6:0] l6_score [0:1];
    reg [3:0] l6_first [0:1];
    reg       l6_valid [0:1];
    reg       l6_v_in;
    wire [3:0] s6_max   [0:1];
    wire [6:0] s6_score [0:1];
    wire [3:0] s6_first [0:1];
    wire       s6_valid [0:1];
    generate for (i=0; i<2; i=i+1) begin : st6_nodes tree_node node (.l_max_seen(l5_max[2*i]), .l_score(l5_score[2*i]), .l_first_digit(l5_first[2*i]), .l_valid(l5_valid[2*i]), .r_max_seen(l5_max[2*i+1]), .r_score(l5_score[2*i+1]), .r_first_digit(l5_first[2*i+1]), .r_valid(l5_valid[2*i+1]), .o_max_seen(s6_max[i]), .o_score(s6_score[i]), .o_first_digit(s6_first[i]), .o_valid(s6_valid[i])); end endgenerate
    always @(posedge clk) begin l6_v_in <= l5_v_in; if (rst) l6_v_in <= 0; for (integer k=0; k<2; k=k+1) begin l6_max[k] <= s6_max[k]; l6_score[k] <= s6_score[k]; l6_first[k] <= s6_first[k]; l6_valid[k] <= s6_valid[k]; end end
    reg [3:0] l7_max;
    reg [6:0] l7_score;
    reg [3:0] l7_first;
    reg       l7_valid;
    reg       l7_v_in;
    wire [3:0] s7_max;
    wire [6:0] s7_score;
    wire [3:0] s7_first;
    wire       s7_valid;
    tree_node root (
        .l_max_seen(l6_max[0]), .l_score(l6_score[0]), .l_first_digit(l6_first[0]), .l_valid(l6_valid[0]),
        .r_max_seen(l6_max[1]), .r_score(l6_score[1]), .r_first_digit(l6_first[1]), .r_valid(l6_valid[1]),
        .o_max_seen(s7_max), .o_score(s7_score), .o_first_digit(s7_first), .o_valid(s7_valid)
    );
    always @(posedge clk) begin
        if (rst) begin
            total_score <= 0;
            done <= 0;  
        end else if (l6_v_in) begin  
            total_score <= total_score + s7_score;
        end
    end
endmodule
module tree_node (
    input  [3:0] l_max_seen,
    input  [6:0] l_score,
    input  [3:0] l_first_digit,
    input        l_valid,
    input  [3:0] r_max_seen,
    input  [6:0] r_score,
    input  [3:0] r_first_digit,
    input        r_valid,
    output reg [3:0] o_max_seen,
    output reg [6:0] o_score,
    output reg [3:0] o_first_digit,
    output reg       o_valid
);
    reg [6:0] cross_score;
    always @(*) begin
        if (!l_valid && !r_valid) begin
            o_max_seen = 0;
            o_score = 0;
            o_first_digit = 0;
            o_valid = 0;
        end else if (!l_valid) begin
            o_max_seen = r_max_seen;
            o_score = r_score;
            o_first_digit = r_first_digit;
            o_valid = 1;
        end else if (!r_valid) begin
            o_max_seen = l_max_seen;
            o_score = l_score;
            o_first_digit = l_first_digit;
            o_valid = 1;
        end else begin
            o_valid = 1;
            o_max_seen = (l_max_seen > r_max_seen) ? l_max_seen : r_max_seen;
            o_first_digit = l_first_digit; 
            cross_score = (l_max_seen * 10) + r_first_digit; 
            if (l_score >= r_score && l_score >= cross_score)
                o_score = l_score;
            else if (r_score >= l_score && r_score >= cross_score)
                o_score = r_score;
            else
                o_score = cross_score;
        end
    end
endmodule
```
==> results.py <==
# Synthesis and PnR figures
metrics = {
    "run_status": {
        "status": "complete, no violations",
    },
    "worst_setup_path": {
        "setup.worst_path.class": "flip-flop to flip-flop",
        "required_ps": 9230,
        "critical_path_peak_fanout": 18,
        "timing.critical_path.cells": "ha_1 > ha_1 > inv_1 > fa_1 > xor2_1 > inv_1 > ha_1 > nand2_1 > o31ai_1 > o211ai_1 > nand2_1 > o22ai_2 > a221o_1 > ha_1 > a21o_1 > a21o_1 > a211oi_1 > o21ai_1 > nand4_2 > or4_1 > a21oi_1",
        "critPathMaxStageDelay_ps": 620,
        "cp.arrival_ps": 6640,
        "startpoint_type": "flip-flop",
        "cp_slowest_cell": "sky130_fd_sc_hd__or4_1",
        "most_common_cell_on_crit_path": "sky130_fd_sc_hd__ha_1",
        "cp-end-kind": "flip-flop",
    },
    "power": {
        "max-vdd-ir-drop_v": 0.000220,
        "leakage_nw": 75.0,
        "power_density_cells_nw_per_um2": 306,
    },
    "synth": {
        "yosysChipArea_um2": 136000,
        "edf_count": 0,
        "synth_cell_types": 86,
        "synth.yosys.seq_area_share_pct": 29.4,
        "synthTopCellsByArea": "sky130_fd_sc_hd__dfxtp_1, sky130_fd_sc_hd__ha_1, sky130_fd_sc_hd__inv_1",
        "common_cells": "sky130_fd_sc_hd__ha_1, sky130_fd_sc_hd__dfxtp_1, sky130_fd_sc_hd__inv_1",
        "postSynthCellCount": 15500,
        "synth-warning-count": 50,
        "post-synth-top-area-fraction_pct": 29.4,
        "number_of_cells_in_the_yosys_synthesis_report": 15500,
        "post_synth_mux_area_share_pct": 2.18,
        "area_share_of_xor_xnor_cells_in_the_synthesized_design_pct": 3.37,
        "synth_top_flop_cell": "sky130_fd_sc_hd__dfxtp_1",
        "synthesis.area_um2": 136000,
        "fa_ha_area_share_pct": 27.3,
        "yosys.area.top_type": "sky130_fd_sc_hd__dfxtp_1",
        "ys_async_sr_fraction_pct": 0,
        "yosys.area_share.aoi_pct": 17.7,
        "yosys-dominant-comb-family": "adder cells",
        "most_used_standard_cell_by_instance_count_after_synthesis": "sky130_fd_sc_hd__ha_1",
        "postSynthAreaPerCell_um2": 8.82,
        "synth_simple_gate_area_share_pct": 14.1,
        "numSynthFlops": 2006,
    },
    "route": {
        "detail-route-antenna-nets": 0,
        "post_route_drc_violation_count": 0,
        "wl_per_cell_um": 17.3,
        "initial_drt_pass_iterations": 6,
        "detailedRoute.firstIterationViolations": 6005,
        "vias_per_instance": 5.13,
        "wl_um": 361000,
        "vias": 107000,
    },
    "clock_network": {
        "post_cts_resized": 0,
        "clock_path_buffers": 4,
        "tritoncts": "yes",
        "clock-root-buffer": "sky130_fd_sc_hd__clkbuf_16",
        "clk_pin_slew_ps": 60,
        "clock-sinks": 2006,
        "postCtsSetupBuffers": 0,
        "h-tree-depth": 4,
        "cts_inserted_buffers": 229,
        "cts-hold-fix-buffers": 0,
        "clock_insertion_delay_worst_skew_ps": 940,
    },
    "global_route": {
        "via_count_of_the_first_global_routing_pass": 104000,
        "overflow": 0,
        "grt_start_max_net_pins": 40,
        "grt_antenna_before_repair": 59,
        "grt_first_pass_wirelength_um": 570000,
        "globalRouteTotalUtil_pct": 21.5,
    },
    "placed_design": {
        "total_of_buffers_placed_on_input_and_output_ports": 674,
        "place_congestion": 0.942,
        "place_ws_ps": 2660,
        "detailed_place_hpwl_um": 293000,
    },
    "final_timing": {
        "finalHoldViolCount": 0,
        "timing.final.crit_share_pct": 69.2,
        "report.final.setup_viol": 0,
        "worst_slew_pin_slew_ps": 850,
        "grt_setup_unrepaired": "no",
        "fin_setup_tns_ps": 0,
        "timing.final.crit_period_ps": 5810,
        "final-max-slew-violation-count": 0,
        "layout_skew_ps": 32.9,
        "slew_headroom_pct": 43.2,
        "fmax_mhz": 172,
        "final_critical_path_setup_slack_ps": 2590,
    },
    "die": {
        "core_util_floorplan_pct": 40.2,
        "fp-row-count": 214,
        "die.size.y_um": 586,
        "core_outline_area_um2": 340000,
        "die_area_um2": 343000,
        "die_w_um": 586,
        "io_pins": 676,
    },
    "final_layout": {
        "area_delta_synth_final_pct": 14.3,
        "share_of_layout_cells_above_drive_strength_1_pct": 4.26,
    },
    "flow_run": {
        "number_of_openroad_warnings": 27,
        "max-cap-violations": 0,
    },
    "min_path": {
        "min-delay-path-class": "flip-flop to flip-flop",
    },
}
[metal layers]
layer | up-vias | global-route usage, % | part of all wire [%]
met4 | 50 | 5.18 | 2.7
met1 | 48600 | 32.1 | 48
met3 | 519 | 4.47 | 6.1
met2 | 2030 | 32.2 | 43
met5 | - | 0 | 0.085
li1 | 55800 | - | -
[stage by stage]
stage	hold WS, ps	util, %	std cells	area [um2]	total power [mW]
6_report	431	45.9	20900	156000	47.7
5_1_grt	452	45.9	20900	156000	52.0
4_1_cts	434	45.9	20900	156000	48.1
3_5_place_dp	420	43.6	20400	148000	37.3
3_3_place_gp	413	43.6	20400	148000	37.2
2_1_floorplan	401	-	15500	136000	30.2
[worst paths after layout]
check	from	cells past startpoint	to	slack (ps)
setup / recovery	l6_max[0][1]	21	total_score[27]	2590
hold reg to reg	l4_v_in	1	l5_v_in	430
hold / removal	l4_v_in	1	l5_v_in	430
setup reg to reg	l6_max[0][1]	21	total_score[27]	2590
[cell type report]
type,instances,area (um2)
fillers,32400,184000
multi-input cells,11300,88100
flip-flops and latches,2006,40200
inverters,1900,7130
repair buffers,692,6880
clock buffers,299,6440
well taps,4536,5680
clock inverters,120,1500
diodes,28,70.1
[layout by cell type (no fill, tap or decap), types with 42 or more instances in the layout]
master	n
sky130_fd_sc_hd__a2111oi_0	46
sky130_fd_sc_hd__a211oi_1	65
sky130_fd_sc_hd__a21o_1	321
sky130_fd_sc_hd__a21oi_1	719
sky130_fd_sc_hd__a221o_1	228
sky130_fd_sc_hd__a22o_1	126
sky130_fd_sc_hd__a31oi_1	195
sky130_fd_sc_hd__a32o_1	42
sky130_fd_sc_hd__a41o_1	71
sky130_fd_sc_hd__and3_1	131
sky130_fd_sc_hd__and4_1	53
sky130_fd_sc_hd__clkbuf_16	234
sky130_fd_sc_hd__clkdlybuf4s50_1	674
sky130_fd_sc_hd__dfxtp_1	2006
sky130_fd_sc_hd__fa_1	255
sky130_fd_sc_hd__ha_1	2570
sky130_fd_sc_hd__inv_1	1899
sky130_fd_sc_hd__mux2i_1	297
sky130_fd_sc_hd__nand2_1	1739
sky130_fd_sc_hd__nand2b_1	206
sky130_fd_sc_hd__nand3_1	175
sky130_fd_sc_hd__nand4_1	154
sky130_fd_sc_hd__nor2_1	730
sky130_fd_sc_hd__nor2b_1	420
sky130_fd_sc_hd__nor3_1	141
sky130_fd_sc_hd__o21a_1	141
sky130_fd_sc_hd__o21ai_0	1023
sky130_fd_sc_hd__o221a_2	82
sky130_fd_sc_hd__o221ai_1	109
sky130_fd_sc_hd__o31ai_1	104
sky130_fd_sc_hd__or2_2	149
sky130_fd_sc_hd__or3_1	83
sky130_fd_sc_hd__xnor2_1	232
sky130_fd_sc_hd__xor2_1	293
[sequential cells by signal (all words and copies together) (netlist names), 8 cells and up]
| signal | flops |
|---|---|
| l1_score | 448 |
| l1_first | 252 |
| l1_max | 252 |
| l2_score | 224 |
| l2_first | 124 |
| l2_max | 124 |
| l3_score | 112 |
| l1_valid | 64 |
| l3_first | 60 |
| l3_max | 60 |
| l4_score | 56 |
| l2_valid | 32 |
| total_score | 32 |
| l4_first | 28 |
| l4_max | 28 |
| l5_score | 28 |
| l3_valid | 16 |
| l6_score | 14 |
| l5_first | 12 |
| l5_max | 12 |
| l4_valid | 8 |
[logic make-up (layout without fill, tap and decap cells)]
kind of cell	Yosys count	count (layout)
AND-OR/OR-AND	3580	3580
XOR/XNOR	525	525
adder cells (fa/ha/maj)	2825	2825
buffers and inverters	2162	3011
flip-flops	2006	2006
multiplexers	297	297
other	1	29
AND/OR/NAND/NOR	4077	4077
[worst max-delay path, delay by kind of cell, from the launching register on]
| family | cells | cell delay, ps |
|---|---|---|
| buffers and inverters | 2 | 180 |
| XOR/XNOR | 1 | 280 |
| adder cells (fa/ha/maj) | 5 | 1480 |
| AND-OR/OR-AND | 9 | 2060 |
| AND/OR/NAND/NOR | 4 | 1300 |
| flip-flops | 1 | 400 |
[where the power goes]
part	internal [mW]	switching, mW	total [mW]
logic	10.2	13.2	23.4
clock network	6.20	4.28	10.5
registers	11.6	2.19	13.8
total	28.0	19.7	47.7
Power and IR drop assume default switching activity.
